**/design/flow/constraint.sdc**
```tcl
current_design apb_i2c_master

set clk_period 3.9
set clk_io_pct 0.2

create_clock -name clk0 -period $clk_period [get_ports {pclk}]

set non_clock_inputs [all_inputs -no_clocks]
set_input_delay [expr $clk_period * $clk_io_pct] -clock clk0 $non_clock_inputs
set_output_delay [expr $clk_period * $clk_io_pct] -clock clk0 [all_outputs]
```
**/design/flow/design.v**
```verilog
module apb_i2c_master #(
  parameter int APB_ADDR_WIDTH = 8,
  parameter int CLK_DIV_WIDTH  = 16
) (
  input  logic                      pclk,
  input  logic                      presetn,
  input  logic [APB_ADDR_WIDTH-1:0] paddr,
  input  logic                      psel,
  input  logic                      penable,
  input  logic                      pwrite,
  input  logic [31:0]               pwdata,
  output logic [31:0]               prdata,
  output logic                      pready,
  output logic                      pslverr,
  input  logic                      scl_i,
  output logic                      scl_o,
  output logic                      scl_oe,
  output logic                      sda_o,
  output logic                      sda_oe,
  input  logic                      sda_i,
  output logic                      irq
);
  typedef enum logic [2:0] {
    IDLE,
    START,
    BIT_SEND,
    BIT_RECV,
    ACK_PHASE,
    STOP_WAIT,
    STOP_RELEASE,
    COMPLETE
  } state_t;
  localparam logic [APB_ADDR_WIDTH-1:0] REG_CTRL       = 8'h00;
  localparam logic [APB_ADDR_WIDTH-1:0] REG_STATUS     = 8'h04;
  localparam logic [APB_ADDR_WIDTH-1:0] REG_CLKDIV     = 8'h08;
  localparam logic [APB_ADDR_WIDTH-1:0] REG_TXDATA     = 8'h0C;
  localparam logic [APB_ADDR_WIDTH-1:0] REG_RXDATA     = 8'h10;
  localparam logic [APB_ADDR_WIDTH-1:0] REG_CMD        = 8'h14;
  localparam logic [APB_ADDR_WIDTH-1:0] REG_IRQ_STATUS = 8'h18;
  localparam logic [APB_ADDR_WIDTH-1:0] REG_IRQ_ENABLE = 8'h1C;
  typedef struct packed {
    logic enable;
    logic hold_scl_low;
    logic [29:0] rsvd;
  } ctrl_reg_t;
  typedef struct packed {
    logic busy;
    logic tip;
    logic rx_valid;
    logic tx_empty;
    logic nack_rcv;
    logic arb_lost;
    logic stretch_seen;
    logic irq_pending;
    logic cmd_error;
    logic [22:0] rsvd;
  } status_reg_t;
  ctrl_reg_t    ctrl_reg;
  status_reg_t  status_reg;
  logic [CLK_DIV_WIDTH-1:0] clk_div_reg;
  logic [7:0]               txdata_reg;
  logic [7:0]               rxdata_reg;
  logic [4:0]               cmd_reg;
  logic                     tx_buffer_valid;
  logic                     irq_status_done;
  logic                     irq_status_err;
  logic [1:0]               irq_enable_reg;
  logic cmd_start, cmd_stop, cmd_read, cmd_write, cmd_ack;
  assign {cmd_ack, cmd_write, cmd_read, cmd_stop, cmd_start} = cmd_reg;
  state_t state;
  logic   command_active;
  logic   active_stop;
  logic   active_read;
  logic   active_ack;
  logic [3:0]               bit_cnt;
  logic [7:0]               shift_reg;
  logic                     scl_drive_low;
  logic                     sda_drive_low;
  logic                     current_tx_bit;
  logic                     ack_from_slave;
  logic [2:0] scl_filter;
  logic [2:0] sda_filter;
  logic       scl_sync;
  logic       sda_sync;
  logic       scl_sync_d;
  logic       sda_sync_d;
  logic       start_detect;
  logic       stop_detect;
  logic [CLK_DIV_WIDTH-1:0] clk_cnt;
  logic                     scl_tick;
  logic                     hold_for_stretch;
  logic bus_busy;
  logic cmd_consumed;
  logic consume_tx_byte;
  logic set_rx_valid;
  logic clr_rx_valid;
  logic clear_stretch;
  logic accept_event;
  logic update_error_flags;
  logic clear_error_flags;
  logic done_event;
  logic error_event;
  logic nack_latched;
  logic cmd_error_flag;
  logic arb_lost_flag;
  logic apb_write = psel & penable & pwrite;
  logic apb_read  = psel & penable & ~pwrite;
  assign pready  = 1'b1;
  assign pslverr = 1'b0;
  assign irq = ((irq_status_done & irq_enable_reg[0]) |
                (irq_status_err  & irq_enable_reg[1])) & ctrl_reg.enable;
  always_ff @(posedge pclk or negedge presetn) begin
    if (!presetn) begin
      scl_filter <= 3'b111;
      sda_filter <= 3'b111;
      scl_sync   <= 1'b1;
      sda_sync   <= 1'b1;
    end else begin
      scl_filter <= {scl_filter[1:0], scl_i};
      sda_filter <= {sda_filter[1:0], sda_i};
      if (&scl_filter)
        scl_sync <= 1'b1;
      else if (~|scl_filter)
        scl_sync <= 1'b0;
      if (&sda_filter)
        sda_sync <= 1'b1;
      else if (~|sda_filter)
        sda_sync <= 1'b0;
    end
  end
  always_ff @(posedge pclk or negedge presetn) begin
    if (!presetn) begin
      scl_sync_d <= 1'b1;
      sda_sync_d <= 1'b1;
    end else begin
      scl_sync_d <= scl_sync;
      sda_sync_d <= sda_sync;
    end
  end
  assign start_detect = (sda_sync_d == 1'b1) && (sda_sync == 1'b0) && (scl_sync == 1'b1);
  assign stop_detect  = (sda_sync_d == 1'b0) && (sda_sync == 1'b1) && (scl_sync == 1'b1);
  assign hold_for_stretch = (~scl_drive_low) && (scl_sync == 1'b0);
  always_ff @(posedge pclk or negedge presetn) begin
    if (!presetn) begin
      clk_cnt  <= '0;
      scl_tick <= 1'b0;
    end else if (!ctrl_reg.enable) begin
      clk_cnt  <= '0;
      scl_tick <= 1'b0;
    end else if (hold_for_stretch) begin
      clk_cnt  <= clk_cnt;
      scl_tick <= 1'b0;
    end else if (state == IDLE || state == COMPLETE) begin
      clk_cnt  <= clk_div_reg;
      scl_tick <= 1'b0;
    end else if (clk_cnt == '0) begin
      clk_cnt  <= clk_div_reg;
      scl_tick <= 1'b1;
    end else begin
      clk_cnt  <= clk_cnt - 1'b1;
      scl_tick <= 1'b0;
    end
  end
  always_ff @(posedge pclk or negedge presetn) begin
    if (!presetn) begin
      bus_busy <= 1'b0;
    end else if (!ctrl_reg.enable) begin
      bus_busy <= 1'b0;
    end else begin
      if (start_detect)
        bus_busy <= 1'b1;
      if (stop_detect)
        bus_busy <= 1'b0;
    end
  end
  always_ff @(posedge pclk or negedge presetn) begin
    if (!presetn) begin
      ctrl_reg        <= '0;
      clk_div_reg     <= '0;
      txdata_reg      <= '0;
      tx_buffer_valid <= 1'b0;
      cmd_reg         <= '0;
      irq_status_done <= 1'b0;
      irq_status_err  <= 1'b0;
      irq_enable_reg  <= 2'b01;
    end else begin
      if (done_event)
        irq_status_done <= 1'b1;
      if (error_event)
        irq_status_err  <= 1'b1;
      if (cmd_consumed)
        cmd_reg <= '0;
      if (consume_tx_byte)
        tx_buffer_valid <= 1'b0;
      if (apb_write) begin
        unique case (paddr)
          REG_CTRL: begin
            ctrl_reg.enable       <= pwdata[0];
            ctrl_reg.hold_scl_low <= pwdata[2];
          end
          REG_CLKDIV: clk_div_reg <= pwdata[CLK_DIV_WIDTH-1:0];
          REG_TXDATA: begin
            txdata_reg      <= pwdata[7:0];
            tx_buffer_valid <= 1'b1;
          end
          REG_CMD: cmd_reg <= pwdata[4:0];
          REG_IRQ_STATUS: begin
            if (pwdata[0]) irq_status_done <= 1'b0;
            if (pwdata[1]) irq_status_err  <= 1'b0;
          end
          REG_IRQ_ENABLE: irq_enable_reg <= pwdata[1:0];
          default: ;
        endcase
      end
      if (!ctrl_reg.enable) begin
        cmd_reg         <= '0;
        irq_status_done <= 1'b0;
        irq_status_err  <= 1'b0;
        tx_buffer_valid <= 1'b0;
      end
    end
  end
  assign clr_rx_valid = (!ctrl_reg.enable) || (apb_read && paddr == REG_RXDATA) || accept_event;
  assign clear_stretch = done_event;
  assign update_error_flags = done_event;
  assign clear_error_flags  = accept_event || !ctrl_reg.enable;
  always_ff @(posedge pclk or negedge presetn) begin
    if (!presetn) begin
      status_reg <= '0;
    end else begin
      status_reg.tx_empty    <= (!command_active) && (cmd_reg == '0);
      status_reg.tip         <= (command_active && state != COMPLETE);
      status_reg.busy        <= bus_busy;
      status_reg.irq_pending <= irq;
      if (!ctrl_reg.enable) begin
        status_reg.stretch_seen <= 1'b0;
        status_reg.rx_valid     <= 1'b0;
        status_reg.nack_rcv     <= 1'b0;
        status_reg.cmd_error    <= 1'b0;
        status_reg.arb_lost     <= 1'b0;
      end else begin
        if (hold_for_stretch)
          status_reg.stretch_seen <= 1'b1;
        else if (clear_stretch)
          status_reg.stretch_seen <= 1'b0;
        if (set_rx_valid)
          status_reg.rx_valid <= 1'b1;
        else if (clr_rx_valid)
          status_reg.rx_valid <= 1'b0;
        if (update_error_flags) begin
          status_reg.nack_rcv  <= nack_latched;
          status_reg.cmd_error <= cmd_error_flag;
          status_reg.arb_lost  <= arb_lost_flag;
        end else if (clear_error_flags) begin
          status_reg.nack_rcv  <= 1'b0;
          status_reg.cmd_error <= 1'b0;
          status_reg.arb_lost  <= 1'b0;
        end
      end
    end
  end
  always_comb begin
    prdata = '0;
    unique case (paddr)
      REG_CTRL: begin
        prdata[0] = ctrl_reg.enable;
        prdata[2] = ctrl_reg.hold_scl_low;
      end
      REG_STATUS: begin
        prdata[0] = status_reg.busy;
        prdata[1] = status_reg.tip;
        prdata[2] = status_reg.rx_valid;
        prdata[3] = status_reg.tx_empty;
        prdata[4] = status_reg.nack_rcv;
        prdata[5] = status_reg.arb_lost;
        prdata[6] = status_reg.stretch_seen;
        prdata[7] = status_reg.irq_pending;
        prdata[8] = status_reg.cmd_error;
      end
      REG_CLKDIV: prdata[CLK_DIV_WIDTH-1:0] = clk_div_reg;
      REG_TXDATA: prdata[7:0] = txdata_reg;
      REG_RXDATA: prdata[7:0] = rxdata_reg;
      REG_CMD:    prdata[4:0] = cmd_reg;
      REG_IRQ_STATUS: begin
        prdata[0] = irq_status_done;
        prdata[1] = irq_status_err;
      end
      REG_IRQ_ENABLE: prdata[1:0] = irq_enable_reg;
      default: prdata = '0;
    endcase
  end
  always_ff @(posedge pclk or negedge presetn) begin
    if (!presetn) begin
      state            <= IDLE;
      command_active   <= 1'b0;
      active_stop      <= 1'b0;
      active_read      <= 1'b0;
      active_ack       <= 1'b0;
      bit_cnt          <= 4'd0;
      shift_reg        <= 8'h00;
      scl_drive_low    <= 1'b0;
      sda_drive_low    <= 1'b0;
      current_tx_bit   <= 1'b0;
      ack_from_slave   <= 1'b1;
      rxdata_reg       <= 8'h00;
      nack_latched     <= 1'b0;
      cmd_error_flag   <= 1'b0;
      arb_lost_flag    <= 1'b0;
      done_event       <= 1'b0;
      error_event      <= 1'b0;
      cmd_consumed     <= 1'b0;
      consume_tx_byte  <= 1'b0;
      set_rx_valid     <= 1'b0;
      accept_event     <= 1'b0;
    end else begin
      done_event      <= 1'b0;
      error_event     <= 1'b0;
      cmd_consumed    <= 1'b0;
      consume_tx_byte <= 1'b0;
      set_rx_valid    <= 1'b0;
      accept_event    <= 1'b0;
      if (!ctrl_reg.enable) begin
        state          <= IDLE;
        command_active <= 1'b0;
        scl_drive_low  <= ctrl_reg.hold_scl_low;
        sda_drive_low  <= 1'b0;
        nack_latched   <= 1'b0;
        cmd_error_flag <= 1'b0;
        arb_lost_flag  <= 1'b0;
        ack_from_slave <= 1'b1;
        active_stop    <= 1'b0;
        active_read    <= 1'b0;
        active_ack     <= 1'b0;
      end else begin
        unique case (state)
          IDLE: begin
            scl_drive_low  <= ctrl_reg.hold_scl_low;
            sda_drive_low  <= 1'b0;
            nack_latched   <= 1'b0;
            cmd_error_flag <= 1'b0;
            arb_lost_flag  <= 1'b0;
            if (cmd_reg != '0) begin
              logic illegal;
              illegal = 1'b0;
              if (cmd_write && cmd_read)
                illegal = 1'b1;
              if (cmd_ack && !cmd_read)
                illegal = 1'b1;
              if (!cmd_start && !cmd_stop && !cmd_write && !cmd_read)
                illegal = 1'b1;
              if (cmd_start && !(cmd_write || cmd_read))
                illegal = 1'b1;
              if ((cmd_write || cmd_read) && !tx_buffer_valid)
                illegal = 1'b1;
              if (illegal) begin
                command_active <= 1'b1;
                cmd_error_flag <= 1'b1;
                done_event     <= 1'b1;
                error_event    <= 1'b1;
                cmd_consumed   <= 1'b1;
                active_stop    <= 1'b0;
                active_read    <= 1'b0;
                active_ack     <= 1'b0;
                ack_from_slave <= 1'b1;
                state          <= COMPLETE;
              end else if (cmd_stop && !cmd_start && !cmd_write && !cmd_read) begin
                command_active <= 1'b1;
                active_stop    <= 1'b1;
                active_read    <= 1'b0;
                active_ack     <= 1'b0;
                cmd_consumed   <= 1'b1;
                accept_event   <= 1'b1;
                ack_from_slave <= 1'b1;
                state          <= STOP_WAIT;
              end else begin
                command_active <= 1'b1;
                active_stop    <= cmd_stop;
                active_read    <= cmd_read;
                active_ack     <= cmd_ack;
                cmd_consumed   <= 1'b1;
                accept_event   <= 1'b1;
                ack_from_slave <= 1'b1;
                if (cmd_write || cmd_read) begin
                  shift_reg        <= txdata_reg;
                  bit_cnt          <= 4'd7;
                  current_tx_bit   <= txdata_reg[7];
                  consume_tx_byte  <= 1'b1;
                end
                if (cmd_start) begin
                  state <= START;
                end else begin
                  state         <= (cmd_write || cmd_read) ? BIT_SEND : COMPLETE;
                  if (!(cmd_write || cmd_read)) begin
                    done_event <= 1'b1;
                  end
                  if (cmd_write || cmd_read)
                    scl_drive_low <= 1'b1;
                end
              end
            end
          end
          START: begin
            sda_drive_low <= 1'b1;
            scl_drive_low <= 1'b0;
            if (scl_sync && scl_tick) begin
              state         <= BIT_SEND;
              scl_drive_low <= 1'b1;
            end
          end
          BIT_SEND: begin
            if (scl_tick) begin
              logic was_low;
              was_low = scl_drive_low;
              scl_drive_low <= ~scl_drive_low;
              if (!was_low) begin
                current_tx_bit <= shift_reg[bit_cnt];
                sda_drive_low  <= ~shift_reg[bit_cnt];
              end else begin
                if (current_tx_bit && (sda_sync == 1'b0)) begin
                  arb_lost_flag <= 1'b1;
                  error_event   <= 1'b1;
                  done_event    <= 1'b1;
                  state         <= COMPLETE;
                  sda_drive_low <= 1'b0;
                  scl_drive_low <= 1'b0;
                end else begin
                  if (bit_cnt == 4'd0) begin
                    state          <= ACK_PHASE;
                    ack_from_slave <= 1'b1;
                    sda_drive_low  <= 1'b0;
                  end else begin
                    bit_cnt <= bit_cnt - 1'b1;
                  end
                end
              end
            end else if (!scl_drive_low && current_tx_bit && (sda_sync == 1'b0)) begin
              arb_lost_flag <= 1'b1;
              error_event   <= 1'b1;
              done_event    <= 1'b1;
              state         <= COMPLETE;
              sda_drive_low <= 1'b0;
              scl_drive_low <= 1'b0;
            end
          end
          ACK_PHASE: begin
            if (ack_from_slave) begin
              if (scl_tick) begin
                logic was_low;
                was_low = scl_drive_low;
                scl_drive_low <= ~scl_drive_low;
                if (!was_low) begin
                  sda_drive_low <= 1'b0;
                end else begin
                  nack_latched <= sda_sync;
                  if (sda_sync) begin
                    error_event <= 1'b1;
                  end
                  if (active_read && !sda_sync) begin
                    state   <= BIT_RECV;
                    bit_cnt <= 4'd7;
                  end else if (active_stop) begin
                    state <= STOP_WAIT;
                  end else begin
                    done_event <= 1'b1;
                    state      <= COMPLETE;
                  end
                end
              end
            end else begin
              if (scl_tick) begin
                logic was_low;
                was_low = scl_drive_low;
                scl_drive_low <= ~scl_drive_low;
                if (!was_low) begin
                  if (!active_ack)
                    sda_drive_low <= 1'b0;
                end else begin
                  if (active_stop)
                    state <= STOP_WAIT;
                  else begin
                    done_event <= 1'b1;
                    state      <= COMPLETE;
                  end
                end
              end
            end
          end
          BIT_RECV: begin
            if (scl_tick) begin
              logic was_low;
              was_low = scl_drive_low;
              scl_drive_low <= ~scl_drive_low;
              if (was_low) begin
                shift_reg[bit_cnt] <= sda_sync;
                if (bit_cnt == 4'd0) begin
                  rxdata_reg   <= {shift_reg[7:1], sda_sync};
                  set_rx_valid <= 1'b1;
                  state        <= ACK_PHASE;
                  ack_from_slave <= 1'b0;
                  sda_drive_low  <= active_ack;
                end else begin
                  bit_cnt <= bit_cnt - 1'b1;
                end
              end else begin
                if (bit_cnt == 4'd0 && !active_ack)
                  sda_drive_low <= 1'b0;
              end
            end
          end
          STOP_WAIT: begin
            scl_drive_low <= 1'b0;
            sda_drive_low <= 1'b1;
            if (scl_sync)
              state <= STOP_RELEASE;
          end
          STOP_RELEASE: begin
            scl_drive_low <= 1'b0;
            sda_drive_low <= 1'b0;
            done_event    <= 1'b1;
            state         <= COMPLETE;
          end
          COMPLETE: begin
            scl_drive_low  <= ctrl_reg.hold_scl_low;
            sda_drive_low  <= 1'b0;
            command_active <= 1'b0;
            state          <= IDLE;
            active_stop    <= 1'b0;
            active_read    <= 1'b0;
            active_ack     <= 1'b0;
            if (nack_latched || cmd_error_flag || arb_lost_flag)
              error_event <= 1'b1;
          end
          default: state <= IDLE;
        endcase
      end
    end
  end
  assign scl_o  = 1'b0;
  assign scl_oe = scl_drive_low;
  assign sda_o  = 1'b0;
  assign sda_oe = sda_drive_low;
endmodule
```
**/design/flow/run.sh**
```bash
#!/bin/bash
# OpenROAD 26Q1-2900-gdf79404cd8, Yosys 0.63+post, stock flow scripts
make -C /OpenROAD-flow-scripts/flow DESIGN_CONFIG=/design/flow/config.mk WORK_HOME=/design/flow/orfs finish
```
**/design/flow/config.mk**
```make
export PLATFORM = sky130hd
export DESIGN_NAME = apb_i2c_master
export DESIGN_NICKNAME = apb_i2c_master
export VERILOG_FILES = /design/flow/design.v
export SDC_FILE = /design/flow/constraint.sdc
export NUM_CORES = 4
export LEC_CHECK = 1
export CORE_UTILIZATION = 30
```
==> out/qor.txt <==
Status: complete, no violations
CP max stage cell: clkdlybuf4s50_1
Worst Hold Class: flip-flop to flip-flop
Most frequent CP cell: clkdlybuf4s50_1
Max-cap violations: 0
Fp_density: 30.86%
DP HPWL: 11970 µm
DR WL/cell: 17.09 µm
GP Congestion: 0.9229
Crit-path max FO: 8
Final Critical Period: 3.752 ns
Slowest stage delay, CP: 0.69 ns
CP Capture Type: output pin
Port bufs: 49
Final Hold Viols: 0
WL final: 16600 µm
H-tree Lvls: 4
Initial antenna violation count: 0
CP delay by family, top: buffers and inverters
First-pass GRT wire length: 27050 µm
Cells in synth_stat.txt: 639
WP data required: 3.12 ns
Synthesis-stage register bit count: 117
Largest net degree at the start of global routing: 57
CTS Root Cell: clkbuf_16
Seq/Total Area, Yosys: 46.68%
Final number of setup-violating endpoints: 0
Drt drc: 0
All-Layer GR Usage: 16.27%
Worst Path Arrival: 2.97 ns
Slew @ Worst Pin: 0.9209 ns
Initial DRC count: 373
First-pass detailed-route iteration total: 5
RSZ-0062 raised after global routing: no
N_diodes: 0
Max clock buf depth: 2
Number of OpenROAD warnings: 45
Layout Skew: 0.009319 ns
Core Area: 20430 µm²
Commonest flop: dfrtp_1
Leak: 3.289 nW
Clk Latency, worst-skew pair: 0.41 ns
M1 WL: 8149 µm
Worst-path cell chain: clkdlybuf4s50_1 -> mux2_2 -> a221oi_1 -> a211oi_1 -> a221o_1 -> clkdlybuf4s50_1
Num CTS Buffers: 17
Chip Area: 21600 µm²
Via density: 5.209
Cycle use final: 96.20%
Area grow syn2layout: 20.88%
Worst vdd ir: 0.3050 mV
Critical path type: input port to output pin
Die width: 147.0 µm
TNS Setup: 0 ns
Die H: 147.0 µm
Vias in the first global route: 4873
Cell count after synthesis: 639
Max Fclk: 0.2665 GHz
Uppermost layer routed: met4
Power Density: 374.9 nW/µm²
Vias: 5058
Clock tree sinks: 117
I/O pins: 86
Cts-stage hold buffer count: 0
TritonCTS clock tree: done
Gr ovfl total: 0
CP Buf/Inv Count: 2
Synth async-reset ratio: 100.0%
DR WL met3: 1306 µm
Number of enable flip-flop cells: 0
DRT antenna net count: 0
Crit start category: input port
Row count: 52
Unique masters post-synth: 66
Hold slack: 0.3632 ns
Met2 wire length: 6979 µm
Synthesis area per yosys: 6305 µm²
Clk pin slew, worst setup/hold paths: 0.05 ns
Total Power: 0.002857 W
Yosys warns: 1
Syn Std Cell Area: 6305 µm²
Max-slew violations: 0
Slew margin rel.: 37.80%
Mean post-synth cell area: 9.867 µm²
Share of post-route cells with drive strength above 1: 16.98%
kinds of logic after synthesis:
group / share of synthesized area [%]
simple gates: 17.96
compound gates: 17.37
flops: 46.68
buf+inv: 6.033
mux: 10.66
fa+ha+maj: 1.191
other cells: 0.1191
area by class of cell:
| type | instances | area (µm²) |
|---|---|---|
| fill | 2052 | 12810 |
| multi-input combinational | 464 | 3058 |
| sequential | 117 | 2943 |
| timing repair buffer | 68 | 630.6 |
| clock buffer | 19 | 442.9 |
| tap | 270 | 337.8 |
| clock inverter | 13 | 133.9 |
| inverter | 20 | 75.07 |
where the power goes:
group | internal [W] | switching (W) | leakage, nW
Sequential | 0.00123 | 0.0000165 | 1.59
Combinational | 0.0000473 | 0.0000605 | 1.42
Clock | 0.000951 | 0.000549 | 0.278
Total | 0.00223 | 0.000626 | 3.29
worst reg2reg max path, cell delays in order (launching register included):
cell and delay [ns]:
dfrtp_1 0.55, inv_1 0.24, ha_1 0.28, or3b_1 0.51, or2_1 0.36, nor3_4 0.39
mux2_2 0.39
metal layers:
layer | vias up | global-route usage [%]
met1 | 2431 | 26.49
met3 | 12 | 4.786
met5 | - | 0
met2 | 182 | 22.49
li1 | 2433 | -
met4 | 0 | 1.753
placed cells by master, fill, tap and decap left out, types with 10 or more instances in the layout:
cell type / synthesis / routed
a21oi_1: 42 / 42
and2_1: 10 / 10
buf_4: 21 / 20
clkbuf_16: 0 / 17
clkdlybuf4s50_1: 0 / 48
conb_1: 2 / 20
dfrtp_1: 105 / 105
dfstp_2: 12 / 12
inv_1: 19 / 19
mux2_2: 41 / 41
mux2i_1: 12 / 12
nand2_1: 36 / 36
nand2b_1: 10 / 10
nand3_1: 29 / 29
nor2_1: 38 / 37
nor3_1: 24 / 24
o21ai_0: 55 / 53
per-stage QoR:
step | util, % | cell area [µm²] | std cells | worst slack [ns]
final | 37.30 | 7621 | 971 | 0.1483
after floorplan | - | 6372 | 657 | 1.122
after CTS | 37.26 | 7612 | 971 | 0.09543
after detailed placement | 34.44 | 7036 | 939 | 0.1028
after global routing | 37.30 | 7621 | 971 | 0.002280
after global placement | 34.44 | 7036 | 939 | 0.09470
final timing paths:
path,end,startpoint,depth (start not counted),slack (ns)
max in group asynchronous,sda_filter[0],presetn,2,2.53
min in group asynchronous,clk_div_reg[12],presetn,1,0.43
max,prdata[0],paddr[3],6,0.15
min reg2reg,sda_filter[2],sda_filter[1],0,0.36
min,sda_filter[2],sda_filter[1],0,0.36
max reg2reg,rxdata_reg[3],bit_cnt[0],6,1.06
synth_stat cells (4+ instances only):
library cell | n | area share (%)
nor2b_1 | 7 | 0.69
nand3_1 | 29 | 2.3
or3_1 | 4 | 0.40
nand2_1 | 36 | 2.1
buf_2 | 7 | 0.56
dfrtp_1 | 105 | 42
nand2b_1 | 10 | 0.99
a32oi_1 | 6 | 0.83
o211ai_1 | 7 | 0.83
dfstp_2 | 12 | 5.0
buf_1 | 5 | 0.30
a21oi_1 | 42 | 3.3
mux2i_1 | 12 | 1.9
o21a_1 | 4 | 0.48
a22oi_1 | 8 | 0.95
mux2_2 | 41 | 7.3
inv_1 | 19 | 1.1
nor3_1 | 24 | 1.9
o311ai_0 | 8 | 1.1
ha_1 | 6 | 1.2
nor4_1 | 6 | 0.60
a22o_1 | 4 | 0.56
and2_1 | 10 | 0.99
o21ai_0 | 55 | 4.4
nand3b_1 | 9 | 1.1
nor3b_1 | 4 | 0.48
buf_4 | 21 | 2.5
nor2_1 | 38 | 2.3
or4_1 | 9 | 1.1
clkbuf_1 | 22 | 1.3
mux4_2 | 4 | 1.4
o31ai_1 | 4 | 0.48
a31oi_1 | 6 | 0.60
nand4_1 | 6 | 0.60
repair_timing:
item                       4_1_cts  5_1_grt
setup buffers                    0        0
setup endpoints to repair        0       13
resized                          0        4
Power figures rest on the tool's default switching activity, not on a simulated workload.
